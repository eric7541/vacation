[./config.mk]
export PLATFORM = sky130hd
export DESIGN_NAME = subtract
export DESIGN_NICKNAME = subtract
export VERILOG_FILES = /design/flow/design.v
export SDC_FILE = /design/flow/constraint.sdc
export NUM_CORES = 4
export LEC_CHECK = 1
export CORE_UTILIZATION = 30
[./constraint.sdc]
current_design subtract

set clk_period 1.0
set clk_io_pct 0.2

create_clock -name clk0 -period $clk_period [get_ports {clk}]

set non_clock_inputs [all_inputs -no_clocks]
set_input_delay [expr $clk_period * $clk_io_pct] -clock clk0 $non_clock_inputs
set_output_delay [expr $clk_period * $clk_io_pct] -clock clk0 [all_outputs]
[./design.v]
module subtract ( 
  input  clk,        
  input  n_rst,      
  input  [15:0] M,   
  input  [15:0] Q,   
  output [31:0] result  
);
reg [15:0] B_neg;  
reg [31:0] A_ext;  
wire [31:0] temp_result;  
always @(*) begin
    B_neg = ~Q + 1;
end
always @(*) begin
    A_ext = {16'b0, M};
end
always @(posedge clk or posedge n_rst) begin
    if (n_rst) begin
        temp_result <= 32'b0;
    end else begin
        temp_result <= A_ext + B_neg;
    end
end
assign result = temp_result;
endmodule
[./run.sh]
#!/bin/bash
# OpenROAD 26Q1-2900-gdf79404cd8, Yosys 0.63+post, stock flow scripts
make -C /OpenROAD-flow-scripts/flow DESIGN_CONFIG=/design/flow/config.mk WORK_HOME=/design/flow/orfs finish
==> Changelog: implementation <==
### Changed

* Area contributors post-synth: dfrtp_1, ha_1, xnor2_1, buf_4, a21oi_1
* Gate Count Post-Synth at 168
* CTS tree: done
* Port buffer count at 50
* Tot GR Track Use at 13.9%
* Largest area contributor in the netlist: dfrtp_1
* Vias per cell at 4.38
* Setup slack after layout at -1.11 ns
* Placed Cells at 337
* Filler cell count at 367
* Antenna violations before repair at 0
* WP buf/inv at 3
* Worst EP arrival at 2.28 ns
* DR vias at 1594
* DRT Pass-1 Iters at 4
* Setup TNS at -11.84 ns
* CTS Sinks at 17
* Yosys synthesis warning count at 3
* Status: finished with violations
* Routed WL at 3870 um
* Simple-Gate Area Share at 12.1%
* Mean Syn Cell Area at 9.24 um2
* Post-CTS Hold Buffers at 0
* Number of I/O pins at 66
* Fmax at 474 MHz
* WS Path Type: input port to flop
* Pre-CTS WS at -1.82 ns
* MaxCap Viol Count at 0
* Initial DRC count at 21
* Detail Route Antenna Nets at 0
* Min Clock Period, post-route at 2.11 ns
* Worst path top cell family by delay: buffers and inverters
* CP Launch Type: input port
* Synth Area in XOR/XNOR at 15.8%
* Root Buffer: clkbuf_8
* Gpl congestion at 0.802
* Violated checks: setup timing
* Num CTS Buffers at 3
* Post-route DRC at 0
* Min-delay worst type: input port to asynchronous set/reset pin
* Dpl cell area at 0.00261 mm2
* Critical Path Fanout Max at 4
* Share of layout cells above drive strength 1 at 58.6%
* Die Span Y at 73.9 um
* Synthesized-area fraction occupied by adder cells at 17.4%
* Synth Flop Type: dfrtp_1
* Setup violators final at 16
* Top cells by count, synth: xnor2_1, ha_1, dfrtp_1
* Tool warnings at 31
* Data required, critical path at 1.17 ns
* Leak pwr at 1.45 nW
* Register area share after synthesis at 27.4%
* Post-route cell area at 0.00314 mm2
* Post-synth EDFFs at 0
* Synth logic family: adder cells
* Die area at 0.00546 mm2
* VDD IR max at 389 uV
* Unrepaired setup endpoints after global routing: yes
* Vias in the first global route at 1410
* Largest stage delay on the critical path at 0.34 ns
* Ao+oa area frac at 16.7%
* Area leader share at 27.4%
* Clk buf depth at 2
* Yosys stat cell total at 168
* Area Overhead vs Synth at 102%
* Core footprint at 0.00485 mm2
* CP endpoint kind: flop
* Most used cell, CP: xor2_1
* Critical-path top delay cell: nor4_4
* Yosys stat chip area at 0.00155 mm2
* Antenna Cells at 0
* PwrDens at 927 mW/mm2
* Async S/R FF share, synth at 100%
* Post-synth mux share at 0.645%
* Most instantiated library cell after synthesis: xnor2_1
* Biggest regs: temp_result x17
* CP cell instances: buf_8 -> nor4_4 -> buf_4 -> nand2_2 -> xor2_1 -> ha_1 -> buf_6 -> a21oi_4 -> o21ai_2 -> a31oi_4 -> mux2i_1 -> xor2_1
* Synthesized registers at 17
* Biggest register: temp_result
* Cycle use final at 211%
* First-pass GRT wire length at 6040 um
* Pre-Place Util at 32.0%
* Chip Width at 73.9 um
* Area of the mapped netlist at 0.00155 mm2
* Clock slew at reported path FFs at 0.06 ns
* Wire per inst at 10.6 um
* Finished Layout Cells at 364
* Gr ovfl total at 0
* DP HPWL at 2910 um
* Largest net degree at the start of global routing at 18
* Distinct cell type count after synthesis at 34
* CTS H-tree depth at 1
* Max Transition Viols Final at 0
* Largest register FFs at 17
* Final hold violation count at 0
* Row count at 25
[placed cells by master, fill, tap and decap left out, drive strengths merged, types with 3 or more instances in the layout]
cell type       n
inv            10
buf            84
nor4            4
dfrtp          17
conb           15
o211ai          3
clkbuf         20
clkdlybuf4s50  19
xor2            7
a21oi          14
a21o            5
xnor2          21
o21a            5
o21ai           6
nor3            4
nor2            8
nand3           3
nand2          10
ha             20
[power breakdown]
part           internal [mW]  switching (mW)  leakage [nW]
sequential             0.841          0.0369         0.199
combinational          0.933           0.603          1.23
clock                  0.276           0.218        0.0255
total                   2.05           0.858          1.45
[worst min-delay path: stages]
cell	delay, ns
clkdlybuf4s50_1	0.39
inv_1	0.09
buf_12	0.16
[layout make-up]
| type | instances | area, um2 | area share (%) |
|---|---|---|---|
| clock buffers | 3 | 41.3 | 1.32 |
| clock inverters | 1 | 5.00 | 0.160 |
| inverters | 10 | 62.6 | 1.99 |
| multi-input cells | 140 | 1440 | 45.8 |
| flip-flops and latches | 17 | 425 | 13.6 |
| well taps | 67 | 83.8 | 2.67 |
| repair buffers | 126 | 1080 | 34.5 |
[metrics by stage]
step	utilization [%]	hold slack, ns	total power, mW
after floorplan	-	0.126	1.46
after global placement	53.8	0.531	2.22
after detailed placement	53.8	0.529	2.22
after CTS	60.9	0.267	2.86
after global routing	64.7	0.289	3.14
final	64.7	0.265	2.91
[what timing repair did]
item                       CTS  global route
gates resized              126            63
setup endpoints to repair   34            33
setup buffers               19             9
pin swaps                   43            43
[logic make-up (layout without fill, tap and decap cells)]
family | after synthesis | count (layout)
compound gates | 39 | 39
mux | 1 | 1
simple gates | 36 | 36
buf+inv | 25 | 140
fa+ha+maj | 21 | 21
other cells | 1 | 15
xor+xnor | 28 | 28
flops | 17 | 17
[path summary, 6_finish.rpt]
check	startpoint	to	slack, ns	depth (start not counted)
max in group asynchronous	n_rst	temp_result[9]	0.62	3
setup / recovery	Q[8]	temp_result[15]	-1.11	12
min in group clk0	Q[0]	temp_result[0]	0.32	3
hold / removal	n_rst	temp_result[10]	0.26	3
[routing by layer]
metal  vias to the layer above  track usage (%)  routed length (um)
li1                        818                -                   -
met1                       733             22.5                1940
met2                        41             21.5                1760
met3                         2            0.277                 130
met4                         0             1.92                  34
met5                         -                0                   0
Power and IR drop assume default switching activity.
