### design.v
module alu (
    input [3:0] dtype,              
    input [4:0] operator,           
    input [15:0] src1,              
    input [15:0] src2,              
    input parser_done,              
    output reg [31:0] calc_res,     
    output reg alu_done             
);
    parameter ADD = 5'b00000;       
    parameter SUB = 5'b00001;       
    parameter AND = 5'b00010;       
    parameter OR  = 5'b00011;       
    parameter XOR = 5'b00100;       
    parameter UNSIGNED = 4'b0000;   
    parameter SIGNED   = 4'b0001;   
    reg [31:0] result;               
    always @ (*) begin
        case (operator)
            ADD:
                result = src1 + src2;
            SUB:
                result = src1 - src2;
            AND:
                result = src1 & src2;
            OR:
                result = src1 | src2;
            XOR:
                result = src1 ^ src2;
            default:
                result = 0;
        endcase
    end
    always @ (*) begin
        case (dtype)
            UNSIGNED:
                calc_res = result;
            SIGNED:
                calc_res = $signed(result);
            default:
                calc_res = 0;
        endcase
    end
    always @ (*) begin
        if (parser_done)
            alu_done = 1;              
        else
            alu_done = 0;              
    end
endmodule
### run.sh
#!/bin/bash
# OpenROAD 26Q1-2900-gdf79404cd8, Yosys 0.63+post, stock flow scripts
make -C /OpenROAD-flow-scripts/flow DESIGN_CONFIG=/design/flow/config.mk WORK_HOME=/design/flow/orfs finish
### config.mk
export PLATFORM = sky130hd
export DESIGN_NAME = alu
export DESIGN_NICKNAME = alu
export VERILOG_FILES = /design/flow/design.v
export SDC_FILE = /design/flow/constraint.sdc
export NUM_CORES = 4
export LEC_CHECK = 1
export CORE_AREA = 10 10 111 111
export DIE_AREA = 0 0 121 121
### constraint.sdc
current_design alu

set clk_period 9.6
set clk_io_pct 0.2

create_clock -name clk0 -period $clk_period

set non_clock_inputs [all_inputs -no_clocks]
set_input_delay [expr $clk_period * $clk_io_pct] -clock clk0 $non_clock_inputs
set_output_delay [expr $clk_period * $clk_io_pct] -clock clk0 [all_outputs]
==> results.toml <==
# generated from flow reports
[power_and_ir_drop]
vdd_drop_max_mv = 0.0166
p_leak_nw = 1.41
p_total_uw = 137
power_density_nw_per_um2 = 39.3

[sta]
grt_setup_unrepaired = "false"
tightest_slew_ps = 756
max_freq_ghz = 0.138
slew_headroom_pct = 49.2
finalSetupTns_ps = 0
setup_viol = 0
final_max_slew_viol_count = 0
finalCritPeriodShare_pct = 75.7
hold_viol = 0
finalCriticalPeriod_ps = 7270

[yosys]
topCellsByArea = "ha_1 (23%), inv_1 (6.8%), a21oi_1 (6.0%)"
yosysMostFrequentCell = "ha_1"
syn_inst = 408
ys_seq_share_pct = 0
synth_warnings = 1
avgSynthCellArea_um2 = 6.79
synth_top_area_share_pct = 23.0
ys_top_cells_by_count = "ha_1 (51), inv_1 (50), nor2_1 (40), a21oi_1 (33), o21ai_0 (20)"
top_area_cell = "ha_1"
synth_area_um2 = 2770
ys_cells = 408
ys_types = 68
yosysChipArea_um2 = 2770

[route]
top_layer = "met4"
wire_per_inst_um = 16.0
firstDrtPassIters = 5
drt_wl_total_um = 9300
wl_met2_um = 4090
drc = 0
num_vias = 3156
wl_met3_um = 771
ant_nets = 0
drt-met1-wl_um = 4380
viasPerCell = 5.44
drt_iter0_drc = 240
diodes = 0

[floorplan]
core-area_um2 = 9860
initCoreUtil_pct = 28.1
num_rows = 36
io_pins = 75
chipArea_um2 = 14600
die_width_um = 121
die_y_um = 121

[layout]
fillers = 1021
ff_count = 0
drive_gt1_share_pct = 4.25
design_area_um2 = 3480
stdcell_count = 580
syn_to_final_growth_pct = 25.6
seqCellArea_um2 = 0
nClkBuffers = 0

[place]
portBuffers = 72
gp_congestion = 0.923
dp_hpwl_um = 7440
dp.cells = 580
placed_area_um2 = 3480

[critical_path]
end_kind = "output pin"
cp.required_ps = 7680
critPathLaunchType = "primary input"
crit_type = "in2out"
cp.arrival_ps = 5350
critPathMaxFanout = 17

[grt]
track_usage_pct = 12.3
grt_max_degree = 18
first_global_vias = 2992
grt-ovfl-total = 0
grt_first_pass_wirelength_um = 15300
antenna_found_initial = 0

[clock_tree]
cts_setup_buffers = 0
hold_buffers = 0
cts_resized = 0

[status]
status = "finished, final reports clean"

[hold_path]
hold_path_class = "in2out"

[job]
tool_warnings = 68
max_cap_viol_count = 0
-- layout by cell type (no fill, tap or decap), types with 3 or more instances in the layout --
cell type	instances
a21oi_1	33
clkdlybuf4s50_1	72
a31oi_1	6
buf_4	4
or4_1	3
nor4_1	3
a221o_1	3
o22ai_1	6
nor2_1	40
nand2b_1	8
o21a_1	6
a2111oi_0	3
a211oi_1	5
o21bai_1	3
o21ai_0	20
inv_1	50
nand4_1	4
or3_1	5
or2_2	3
a221oi_1	7
nor2b_1	3
nand3_1	9
o221ai_1	4
o31ai_1	9
nor3_1	10
o211ai_1	6
ha_1	51
nand2_1	19
-- through the flow --
| step | hold WS, ps | utilization [%] | setup slack [ps] |
|---|---|---|---|
| floorplan | 3910 | - | 3750 |
| global placement | 3840 | 35.2 | 2390 |
| detailed placement | 3840 | 35.2 | 2390 |
| CTS | 3840 | 35.2 | 2350 |
| global route | 3840 | 35.2 | 2150 |
| finish | 3840 | 35.2 | 2330 |
-- worst max-delay path: stages --
cell and delay, ps:
clkdlybuf4s50_1 790, or3b_4 600, or3_1 550, o311ai_1 440, or3b_1 390, o211ai_1 130, clkdlybuf4s50_1 530
-- worst paths after layout --
path                         from          end  slack, ps  cells past startpoint
worst max-delay path  operator[2]  calc_res[8]       2330                      7
worst min-delay path  parser_done     alu_done       3840                      0
-- power breakdown --
group | switching (mW) | internal (mW) | total (mW)
Sequential | 0 | 0 | 0
Clock | 0 | 0 | 0
Combinational | 0.0795 | 0.0571 | 0.137
-- metal layers --
layer  up-vias  global-route usage, %
met5         -                      0
met4         0                   1.13
met3         4                   1.32
met2       149                   18.9
met1      1441                   18.4
li1       1562                      -
-- layout make-up --
class                      count  area [um^2]  share of cell area [%]
multi-input combinational    321         2370                    68.2
timing repair buffer          76          751                    21.6
inverter                      50          188                    5.40
tap                          133          166                    4.79
-- logic make-up after synthesis --
family          Yosys count  synth area share (%)
buf+inv                  87                  14.3
compound gates          142                  36.7
xor+xnor                  4                  1.27
mux                       3                  1.13
fa+ha+maj                53                  24.5
simple gates            119                  22.1
No activity file was given, so power comes from the tool's default toggle rates.
