## flow/run.sh

```bash
#!/bin/bash
# OpenROAD 26Q1-2900-gdf79404cd8, Yosys 0.63+post, stock flow scripts
make -C /OpenROAD-flow-scripts/flow DESIGN_CONFIG=/design/flow/config.mk WORK_HOME=/design/flow/orfs finish
```

## flow/config.mk

```make
export PLATFORM = sky130hd
export DESIGN_NAME = rca_32bit
export DESIGN_NICKNAME = rca_32bit
export VERILOG_FILES = /design/flow/design.v
export SDC_FILE = /design/flow/constraint.sdc
export NUM_CORES = 4
export LEC_CHECK = 1
export CORE_AREA = 10 10 104 104
export DIE_AREA = 0 0 114 114
```

## flow/constraint.sdc

```tcl
current_design rca_32bit

set clk_period 31.2
set clk_io_pct 0.2

create_clock -name clk0 -period $clk_period

set non_clock_inputs [all_inputs -no_clocks]
set_input_delay [expr $clk_period * $clk_io_pct] -clock clk0 $non_clock_inputs
set_output_delay [expr $clk_period * $clk_io_pct] -clock clk0 [all_outputs]
```

## flow/design.v

```verilog
module rca_32bit(a, b, Cin, Sum, Cout);
	input [31:0] a, b;
	input Cin;
	output [31:0] Sum;
	output Cout;
	wire [2:0] Carry;
	rca_8bit rca_8bit01(.a(a[7:0]), .b(b[7:0]), .Cin(Cin), .Sum(Sum[7:0]), .Cout(Carry[0]));
	rca_8bit rca_8bit02(.a(a[15:8]), .b(b[15:8]), .Cin(Carry[0]), .Sum(Sum[15:8]), .Cout(Carry[1]));
	rca_8bit rca_8bit03(.a(a[23:16]), .b(b[23:16]), .Cin(Carry[1]), .Sum(Sum[23:16]), .Cout(Carry[2]));
	rca_8bit rca_8bit04(.a(a[31:24]), .b(b[31:24]), .Cin(Carry[2]), .Sum(Sum[31:24]), .Cout(Cout));
endmodule
module HalfAdder(a, b, Sum, Cout);
   input a, b;
   output Sum, Cout;
   assign Sum = a ^ b;
   assign Cout = a & b;
endmodule
module FullAdder(a, b, Cin, Sum, Cout);
	input a, b, Cin;
	output Sum, Cout;
	wire Sum01, Carry01, Carry02;
	HalfAdder HA01(.a(a), .b(b), .Sum(Sum01), .Cout(Carry01));
	HalfAdder HA02(.a(Sum01), .b(Cin), .Sum(Sum), .Cout(Carry02));
	assign Cout = Carry01 | Carry02;
endmodule
module rca_4bit(a, b, Cin, Sum, Cout);
	input [3:0] a, b;
	input Cin;
	output [3:0] Sum;
	output Cout;
	wire [2:0] Carry;
	FullAdder FA01(.a(a[0]), .b(b[0]), .Cin(Cin), .Sum(Sum[0]), .Cout(Carry[0]));
	FullAdder FA02(.a(a[1]), .b(b[1]), .Cin(Carry[0]), .Sum(Sum[1]), .Cout(Carry[1]));
	FullAdder FA03(.a(a[2]), .b(b[2]), .Cin(Carry[1]), .Sum(Sum[2]), .Cout(Carry[2]));
	FullAdder FA04(.a(a[3]), .b(b[3]), .Cin(Carry[2]), .Sum(Sum[3]), .Cout(Cout));
endmodule
module rca_8bit(a, b, Cin, Sum, Cout);
	input [7:0] a, b;
	input Cin;
	output [7:0] Sum;
	output Cout;
	wire Carry;
	rca_4bit rca_4bit01(.a(a[3:0]), .b(b[3:0]), .Cin(Cin), .Sum(Sum[3:0]), .Cout(Carry));
	rca_4bit rca_4bit02(.a(a[7:4]), .b(b[7:4]), .Cin(Carry), .Sum(Sum[7:4]), .Cout(Cout));
endmodule
```

==> out/results.ini <==
[yosys]
yosysChipArea_um2 = 918
ys_seq_share_pct = 0
count_of_cell_types_in_the_netlist = 3
yosysCellCount = 74
syn_area_um2 = 918
syn_inst = 74
post_synth.cell_area_avg_um2 = 12.4
synth-warning-count = 0

[critical_path]
timing.critical_path.fanout_max = 1
setup.worst_path.start = a[0]
critPathRequiredTime_ps = 24960
worst_path_max_delay_cell = sky130_fd_sc_hd__clkdlybuf4s50_1
crit_type = in2out
cpLargestDelayFamily = adder cells
slowest_delay_ps = 470
worst_path_most_repeated_cell = sky130_fd_sc_hd__fa_1
critPathCaptureType = output pin
crit_path_start_kind = input port
worst_ep_arrival_time_ps = 19760
critical_path_buffers_and_inverters = 6

[floorplanning]
floorplanUtilization_pct = 10.6
design.portCount = 98
placementRows = 34
fp.dieH_um = 114
area_of_the_die_um2 = 13000
die-width_um = 114
coreArea_um2 = 8680

[route]
drtAntennaViolNets = 0
wirelength_mm = 3.08
drt-pass1-iter-count = 4
via_per_inst = 3.01
drt-wirelength-per-cell_um = 12.4
remaining_drc_errors = 0
routed-via-count = 747
drt_iter0_drc = 10
antennaDiodeCount = 0

[global_route]
grt_overflow_total = 0
grt_pass1_vias = 942
number_of_antenna_violations_at_the_first_check_in_global_routing = 0
first_pass_grt_wire_length_mm = 4.91
grt_use_total_pct = 4.67
largest_net_degree_at_the_start_of_global_routing = 2

[timing]
report.final.hold_viol_count = 0
setup-tns-final_ps = 0
final-max-slew-violation-count = 0
maxClockFrequency_mhz = 38.5
worst_slew_margin_rel_pct = 92.1
fin_crit_sh_pct = 83.3
timing.final.ws_setup_ps = 5200
finalSetupViolCount = 0
tightestPinTransition_ps = 118
finalCriticalPeriod_ps = 26000
grt_setup_unrepaired = no

[finish]
layout_top_cell_excl_fill_tap = sky130_fd_sc_hd__clkdlybuf4s50_1
final.clkbuf_count = 0
design.seq.count = 0
area_growth_syn_to_layout_pct = 95.4
final-seq-area_um2 = 0
drive_above_1_share_pct = 0
most-common-layout-cells = sky130_fd_sc_hd__clkdlybuf4s50_1 (98), sky130_fd_sc_hd__fa_1 (32), sky130_fd_sc_hd__inv_1 (10)

[power]
internal_power_mw = 0.0255
total_leakage_power_nw = 0.670
share_comb_of_total_power_pct = 100.0
switch_pwr_mw = 0.00904
power.sequential.fraction_pct = 0
power_per_cell_area_nw_per_um2 = 19.2
worst_ir_drop_vdd_mv = 0.00590
clock_power_share_pct = 0
netSwitchingFraction_pct = 26.2

[clock_network]
post_cts_resized = 0
hold_fix_buffer_count_after_cts = 0
post_cts.repair.setup_buffers = 0

[hold_path]
hold_path.class = in2out
worst_hold_startpoint = Cin

[status]
run_status = finished clean

[place]
hpwlAfterDp_mm = 3.03
number_of_buffer_cells_added_on_primary_ports = 98
gpl.final_weighted_congestion = 0.744
dp_slack_ps = 5140

[job]
timing.max_cap.violations = 0
number_of_warning_messages_in_the_logs = 32

==> power groups by stage <==
stage	combinational, mW	clock, mW	sequential [mW]
4_1_cts	0.0357	0	0
5_1_grt	0.0393	0	0
6_report	0.0345	0	0
==> worst paths after layout <==
path | end | slack (ps) | depth (start not counted)
setup / recovery | Sum[31] | 5200 | 38
hold / removal | Sum[0] | 13510 | 5
==> metal layers <==
metal / vias up / GRT usage, % / wire length (um) / part of all wire, %
met3: 0 / 5.16 / 938 / 30
met2: 97 / 5.39 / 932 / 30
met4: 0 / 0 / 0 / 0
met1: 338 / 6.02 / 1210 / 39
met5: - / 0 / 0 / 0
li1: 312 / - / - / -
==> area by class of cell <==
| type | count | area, um^2 |
|---|---|---|
| fill | 964 | 6880 |
| timing repair buffer | 98 | 981 |
| multi-input combinational | 32 | 641 |
| tap | 108 | 135 |
| inverter | 10 | 37.5 |
==> cell usage after synthesis <==
cell type	n	area, um^2
sky130_fd_sc_hd__buf_4	32	240
sky130_fd_sc_hd__fa_1	32	641
sky130_fd_sc_hd__inv_1	10	37.5
==> logic make-up (layout without fill, tap and decap cells) <==
family / after synthesis / count (layout) / synth area share, %
fa+ha+maj: 32 / 32 / 69.8
buf+inv: 42 / 108 / 30.2
==> stage by stage <==
step	util, %	total power, mW	hold WS [ps]	cells	area, um^2
after floorplan	-	0.0167	12700	74	918
after global placement	20.7	0.0352	13520	248	1790
after detailed placement	20.7	0.0355	13530	248	1790
after CTS	20.7	0.0357	13520	248	1790
after global routing	20.7	0.0393	13590	248	1790
final	20.7	0.0345	13510	248	1790
Power and IR drop assume default switching activity.
